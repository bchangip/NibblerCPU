--- flow/config.mk ---
export PLATFORM = sky130hd
export DESIGN_NAME = Microrom
export DESIGN_NICKNAME = Microrom
export VERILOG_FILES = /design/flow/design.v
export SDC_FILE = /design/flow/constraint.sdc
export NUM_CORES = 4
export LEC_CHECK = 1
export CORE_AREA = 10 10 70 70
export DIE_AREA = 0 0 80 80
--- flow/constraint.sdc ---
current_design Microrom

set clk_period 2.6
set clk_io_pct 0.2

create_clock -name clk0 -period $clk_period

set non_clock_inputs [all_inputs -no_clocks]
set_input_delay [expr $clk_period * $clk_io_pct] -clock clk0 $non_clock_inputs
set_output_delay [expr $clk_period * $clk_io_pct] -clock clk0 [all_outputs]
--- flow/design.v ---
module Microrom(
  input [3:0] instruction,
  input nC,
  input nZ,
  input ph,
  output incPC,
  output notLoadPC,
  output notLoadA,
  output notLoadFlags,
  output notCarryIn,
  output M,
  output [3:0] S,
  output notCsRam,
  output notWeRam,
  output notOeALU,
  output notOeIn,
  output notOeOprnd,
  output notLoadOut
);
assign incPC = ((~ph)|(instruction[1]&instruction[0])|(~instruction[3]&instruction[2]&instruction[1])|(~nZ&instruction[3]&~instruction[2]&instruction[0])|(~nC&~instruction[3]&~instruction[2]&instruction[0])|(nZ&instruction[3]&~instruction[2]&~instruction[1]&~instruction[0])|(nC&~instruction[3]&~instruction[2]&~instruction[1]&~instruction[0]));
assign notLoadPC = ((~ph)|(instruction[1])|(~instruction[3]&instruction[2])|(instruction[2]&instruction[0])|(~nZ&instruction[3]&instruction[0])|(~nC&~instruction[3]&instruction[0])|(nC&~instruction[3]&~instruction[0])|(nZ&instruction[3]&~instruction[2]&~instruction[0]));
assign notLoadA = ((~ph)|(~instruction[3]&~instruction[2])|(instruction[3]&~instruction[1])|(~instruction[3]&instruction[1]&instruction[0]));
assign notLoadFlags = ((~ph)|(instruction[3]&~instruction[1])|(~instruction[2]&~instruction[1])|(~instruction[3]&instruction[2]&instruction[1]&instruction[0]));
assign notCarryIn = ((~ph)|(instruction[3])|(instruction[2])|(~instruction[1]));
assign M = ((ph&instruction[3]&instruction[2]&instruction[1])|(ph&~instruction[3]&instruction[2]&~instruction[1])|(ph&instruction[2]&instruction[1]&~instruction[0]));
assign S[3] = ((ph&instruction[3]&~instruction[2]&instruction[1])|(ph&~instruction[3]&instruction[2]&~instruction[1])|(ph&~instruction[3]&instruction[2]&~instruction[0]));
assign S[2] = ((ph&~instruction[3]&~instruction[2]&instruction[1]));
assign S[1] = ((ph&~instruction[3]&~instruction[2]&instruction[1])|(ph&~instruction[3]&instruction[2]&~instruction[1])|(ph&~instruction[3]&instruction[1]&~instruction[0]));
assign S[0] = ((ph&instruction[3]&instruction[1]));
assign notCsRam = ((~ph)|(~instruction[1])|(instruction[3]&~instruction[0])|(~instruction[2]&~instruction[0]));
assign notWeRam = ((~ph)|(instruction[3])|(~instruction[2])|(~instruction[1])|(~instruction[0]));
assign notOeALU = ((ph&instruction[3]&instruction[1])|(ph&~instruction[2]&instruction[1])|(ph&~instruction[3]&instruction[2]&~instruction[1])|(ph&~instruction[3]&instruction[2]&~instruction[0]));
assign notOeIn = ((~ph)|(instruction[3])|(~instruction[2])|(instruction[1])|(~instruction[0]));
assign notOeOprnd = ((~ph)|(instruction[0])|(instruction[3]&~instruction[1])|(~instruction[2]&~instruction[1])|(~instruction[3]&instruction[2]&instruction[1]));
assign notLoadOut = ((~ph)|(~instruction[3])|(~instruction[2])|(instruction[1])|(~instruction[0]));
endmodule
--- flow/run.sh ---
#!/bin/bash
# OpenROAD 26Q1-2900-gdf79404cd8, Yosys 0.63+post, stock flow scripts
make -C /OpenROAD-flow-scripts/flow DESIGN_CONFIG=/design/flow/config.mk WORK_HOME=/design/flow/orfs finish
==> results.toml <==
# generated from flow reports
[routing]
drtIter0Drc = 16
num_vias = 420
antenna_cells = 0
drt_wl_total_um = 1250
antenna_left = 0
drc = 0
firstDrtPassIters = 2
avgViaCountPerCell = 3.56
wire_per_inst_um = 10.6

[floorplan]
dieArea_mm2 = 0.00640
rows = 21
fp_util = 0.0846
core_mm2 = 0.00342
die_x_um = 80
io_pins = 23
die_h_um = 80

[synth]
common_cells = "5 x nand2_1, 4 x inv_1, 3 x buf_2, 3 x nand3_1, 3 x nor2b_1"
top_area_frac = 0.0693
ys_seq_share = 0
yosys_area_um2 = 289
synth.distinct_cells = 27
syn_area_um2 = 289
top_area_cell = "mux2i_1"
top_cell = "nand2_1"
avgSynthCellArea_um2 = 6.42
area_leaders = "mux2i_1 6.9%, nand2_1 6.5%, nor2b_1 6.5%"
synthCells = 45
ys_warn_count = 0
yosys_cells = 45

[global_routing]
grt_pass1_wl_um = 1880
gr-total-overflow = 0
grt_max_degree = 12
gr-usage-all-layers = 0.0356
antenna_found_initial = 0
grt_pass1_vias = 366

[placed_design]
dp.final_hpwl_um = 1100
post-place-ws_ns = -0.0351
globalplace.congestion = 0.800
placement.io_buffers = 23

[timing]
worstMarginPinSlew_ns = 0.227
slew_violations = 0
max-slew-margin-rel = 0.846
setup_viol = 0
post-route-period-util = 0.971
clock.fmax_mhz = 396
hold_viol_final = 0
finalCriticalPeriod_ns = 2.52
fin_ws_ns = 0.0753

[final_layout]
seq_cells = 0
area_growth_pct = 116
clkbuf_count = 0
flop_area_um2 = 0
fill_cells = 395
drive_gt1_frac = 0.181

[critical_path]
path_max_fanout = 7
startpoint = "instruction[2]"
cp-end-kind = "output pin"
startpoint_type = "input pin"
required_ns = 2.08
crit_end = "incPC"
cp.arrival_ns = 2.00
crit_type = "input pin to output pin"

[power_and_ir_drop]
powerDensity_mw_per_mm2 = 131
irDropWorstVdd_v = 0.0000299
finalPower_mw = 0.0817
power.leakage_nw = 0.267

[clock_tree]
ctsHoldBuffers = 0
cts_setup_buffers = 0

[outcome]
status = "complete, no violations"

[hold_path]
hp-class = "input pin to output pin"

[job]
warnings = 32
drv_cap = 0
[kinds of logic (layout without fill, tap and decap cells)]
group | Yosys count | count (layout) | synth area share
AND-OR/OR-AND | 12 | 12 | 0.333
multiplexers | 2 | 2 | 0.0693
buffers and inverters | 10 | 37 | 0.186
AND/OR/NAND/NOR | 19 | 19 | 0.351
XOR/XNOR | 2 | 2 | 0.0606
[timing repair]
item,in CTS,in global routing
resized,2,3
pin swaps,0,1
endpoints found under the setup margin,3,4
hold endpoints to repair,0,0
[worst min path at each step]
stage	cells past startpoint	from	to	slack, ns
after CTS	4	instruction[3]	notLoadOut	1.96
after global routing	4	instruction[0]	notLoadPC	1.73
final	4	instruction[0]	notLoadPC	1.60
[worst max-delay path, cell delays in order]
cell and delay, ns:
clkdlybuf4s50_1 0.41, nor2b_2 0.15, buf_4 0.15, o21ai_0 0.21
o211ai_2 0.12, clkdlybuf4s50_1 0.44
[power by group]
part	switching [mW]	leakage, nW	internal (mW)	total, mW
clock	0	0	0	0
combinational	0.0318	0.267	0.0500	0.0817
sequential	0	0	0	0
[layout by cell type (no fill, tap or decap)]
master	n
o211ai_2	1
nor2b_2	2
nand3_1	3
nor3_1	2
clkdlybuf4s50_1	20
and3_1	2
o211ai_1	2
inv_1	4
a22oi_1	1
dlymetal6s2s_1	2
o311ai_1	1
a21o_1	1
xnor2_1	1
buf_6	1
xor2_1	1
nand2_1	5
o211a_1	1
nor2_1	1
o2111a_1	1
buf_4	9
dlygate4sd2_1	1
a211oi_1	1
o21ai_0	2
nand3b_1	1
a31oi_1	1
nor2b_1	2
mux2i_1	2
nand4_1	1
[per-stage QoR]
stage,hold WS [ns],setup TNS [ns],util,area (um2),instances
after CTS,1.96,0,0.180,616,118
after global routing,1.73,-0.00522,0.182,623,118
after detailed placement,2.13,-0.0656,0.179,613,118
after floorplan,1.12,0,-,289,45
final,1.60,0,0.182,623,118
after global placement,2.14,-0.0322,0.179,613,118
[routing by layer]
metal / global-route usage / share of wire / vias up
met2: 0.0530 / 0.40 / 17
li1: - / - / 217
met4: 0 / 0 / 0
met5: 0 / 0 / -
met1: 0.0488 / 0.47 / 186
met3: 0.0159 / 0.12 / 0
[layout make-up]
| type | count | area (um2) | share of cell area |
|---|---|---|---|
| multi-input combinational | 35 | 238 | 0.382 |
| tap | 46 | 57.6 | 0.0924 |
| timing repair buffer | 33 | 313 | 0.502 |
| inverter | 4 | 15.0 | 0.0241 |
Power and IR drop assume default switching activity.
