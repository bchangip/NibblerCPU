==> design.v <==
module ProgramCounter(
  input [11:0] addressIn,
  input incPC,
  input notReset,
  input notLoadPC,
  input clk,
  output [11:0] addressOut
);
reg [11:0] addressOut = 0;
always @ ( posedge clk) begin
	if(~notReset) begin
		addressOut = 12'b0;
	end else begin
		if(~notLoadPC) begin
			addressOut = addressIn;
		end else begin
			if(incPC) begin
				addressOut += 1;
			end else begin
				addressOut = addressOut;
			end
		end
	end
end
endmodule
==> run.sh <==
#!/bin/bash
# OpenROAD 26Q1-2900-gdf79404cd8, Yosys 0.63+post, stock flow scripts
make -C /OpenROAD-flow-scripts/flow DESIGN_CONFIG=/design/flow/config.mk WORK_HOME=/design/flow/orfs finish
==> config.mk <==
export PLATFORM = sky130hd
export DESIGN_NAME = ProgramCounter
export DESIGN_NICKNAME = ProgramCounter
export VERILOG_FILES = /design/flow/design.v
export SDC_FILE = /design/flow/constraint.sdc
export NUM_CORES = 4
export LEC_CHECK = 1
export CORE_AREA = 10 10 70 70
export DIE_AREA = 0 0 80 80
==> constraint.sdc <==
current_design ProgramCounter

set clk_period 1.7
set clk_io_pct 0.2

create_clock -name clk0 -period $clk_period [get_ports {clk}]

set non_clock_inputs [all_inputs -no_clocks]
set_input_delay [expr $clk_period * $clk_io_pct] -clock clk0 $non_clock_inputs
set_output_delay [expr $clk_period * $clk_io_pct] -clock clk0 [all_outputs]
==> impl_metrics.ini <==
; synthesis and place-and-route metrics
[sta]
period_used_pct = 94.8
fmax_mhz = 620
rsz0062_at_grt = false
worst_slew_pin_slew_ns = 0.267
slew_violations = 0
slew_headroom_pct = 82.2
period_needed_ns = 1.61
final_hold_viol_count = 0
clock_skew_ns = 0.00554
tns_ns = 0
setup_viol = 0
whs_ns = 0.580

[setup_path]
path_cells = clkdlybuf4s50_1
slowest_stage = clkdlybuf4s50_1
r2r_cells = 5
cp.depth = 1
max_stage_delay_ns = 0.52
end_kind = output pin
path_delay_family = buffers and inverters
path_class = reg -> out
path_max_fanout = 6
path_buffers = 1
cp.arrival_ns = 1.27
crit_required_ns = 1.36
crit_path_start_kind = flip-flop

[placed_design]
hpwl_mm = 1.53
place_inst = 151
port_buffers = 27
gp_congestion = 0.783
detailed_place.area_sq_mm = 0.00103

[floorplanning]
num_rows = 21
chipArea_sq_mm = 0.00640
die_h_um = 80
core_util_floorplan_pct = 19.7
core-area_sq_mm = 0.00342
die_w_um = 80
ioPinCount = 28

[detailed_routing]
dr.pass1.iters = 4
wirelength_mm = 1.88
route.detailed.drc = 0
avgRoutedWirePerCell_um = 12.2
dr.first_iter.drc_count = 17
n_antenna_cell = 0
vias = 656
antenna_left = 0
vias_per_cell = 4.23

[power]
p_clk_share_pct = 32.3
ir_worst_vdd_mv = 0.488
p_sw_share_pct = 24.5
switchingPower_w = 0.000172
powerDensity_mw_per_mm2 = 660
power_frac_comb_pct = 20.5
p_seq_share_pct = 47.3
p_leak_nw = 0.381
internal-power_w = 0.000531

[synthesis]
syn_area_per_cell_sq_um = 8.84
edf_count = 0
synth_flop_count = 12
synthesis.instances = 76
yosys-top-cells-count = 12 x dfxtp_1, 10 x nand2_1, 7 x a21oi_1, 7 x o21ai_0, 7 x xnor2_1
synthArstFlopShare_pct = 0
largest_area_cell = dfxtp_1
synth.distinct_cells = 23
ys_warn_count = 1
flop_cell = dfxtp_1
top_cell = dfxtp_1
top_cell_area_share_pct = 35.8
netlist_area_sq_um = 672
ys_area_sq_um = 672
synth-cells-yosys = 76
area_leaders = dfxtp_1 36%, xnor2_1 9.1%, nor3_2 7.4%
ys_seq_share_pct = 35.8

[min_path]
hp-class = reg -> reg
hold_depth = 2

[clock_network]
cts-root-buf = clkbuf_4
cts_htree_levels = 1
cts_buffer_depth = 2
cts_made_buffers = 3
cts_hold_buf = 0
post_cts_buffers = 0
ctsResizeCount = 0
path_clk_slew_ns = 0.08
numClockSinks = 12
tritoncts = built
clk_latency_ns = 0.27

[global_route]
grt_use_total_pct = 6.19
grt_pass1_wl_mm = 3.21
grt_max_degree = 14
antenna_found_initial = 0
grt_pass1_vias = 669
grt-ovfl-total = 0

[finish]
largest_reg_flops = 12
area_growth_pct = 58.5
finalInstanceArea_sq_mm = 0.00106
stdcell_count = 155
drive_gt1_share_pct = 15.6

[flow_run]
warning_count = 25
maxCapViolations = 0

[run_status]
status = finished clean
-- stage by stage --
step	power, W	worst slack (ns)	utilization [%]
after floorplan	0.000385	0.579	-
after global placement	0.000483	0.187	30.1
after detailed placement	0.000485	0.161	30.1
after CTS	0.000719	0.0699	31.2
after global routing	0.000754	0.0249	31.2
final	0.000703	0.0878	31.2
-- power by group through the flow --
stage | Combinational, W | Clock (W) | Sequential (W)
CTS | 0.000148 | 0.000239 | 0.000332
global route | 0.000161 | 0.000257 | 0.000337
finish | 0.000144 | 0.000227 | 0.000332
-- metal layers --
layer | track usage, % | routed length (um)
met1 | 8.02 | 855
met2 | 9.63 | 861
met3 | 2.73 | 151
met4 | 0.528 | 16
met5 | 0 | 0
-- path summary, 6_finish.rpt --
path             startpoint             end  slack [ns]
max           addressOut[2]   addressOut[2]        0.09
min reg2reg  addressOut[11]  addressOut[11]        0.58
min          addressOut[11]  addressOut[11]        0.58
max reg2reg   addressOut[0]  addressOut[10]        0.45
-- placed cells by master, fill, tap and decap left out --
master,count
clkbuf_8,1
nand3b_1,1
o211a_1,3
and3_1,1
o21ai_0,7
mux2i_1,1
nand4_4,1
xor2_1,4
buf_4,6
nand2_1,10
xnor2_1,7
nand3_1,3
a21oi_1,7
nor2_1,1
o22ai_1,1
nor3_2,5
clkdlybuf4s50_1,27
dfxtp_1,12
ha_1,1
clkbuf_4,3
inv_1,1
o21ai_1,1
o211ai_2,1
nand4_1,3
nand4b_1,1
-- layout make-up --
cell class,count,area (sq um)
Clock buffer,4,36.3
Inverter,1,3.75
Timing Repair Buffer,33,315
Sequential cell,12,240
Tap cell,46,57.6
Fill cell,376,2350
Multi-Input combinational cell,59,412
-- kinds of logic (layout without fill, tap and decap cells) --
logic type	count (synthesis)	in the layout	synth area share (%)
flip-flops	12	12	35.8
AND-OR/OR-AND	20	20	18.4
adder cells (fa/ha/maj)	1	1	1.86
XOR/XNOR	11	11	14.3
buffers and inverters	5	38	2.98
multiplexers	1	1	1.49
AND/OR/NAND/NOR	26	26	25.1
Power is estimated from default activity; no workload was simulated.
